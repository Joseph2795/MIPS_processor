==> flow/design.v <==
`timescale 1ns / 1ps
module mem_inst(
    input wire [4:0] dir,
    input wire [4:0] dir2,
    output reg [31:0] ins,
    output reg [31:0] ins2
    );
    always@*
    begin
        case(dir)
            default:
                ins=32'h00000000;
            5'h00:
                ins=32'h00221803;
            5'h01:
                ins=32'h0C850001;
            5'h02:
                ins=32'h01063804;
            5'h03:
                ins=32'h016C2005;
            5'h04:
                ins=32'h1C090001;
            5'h05:
                ins=32'h0294A007; 
            5'h06:
                ins=32'h01AE7801;
            5'h07:
                ins=32'h06100000;
            5'h08:
                ins=32'h02208806;
            5'h09:
                ins=32'h02529002;
            5'h0A:
                ins=32'h0A730000;
            5'h0B:
                ins=32'h180A0001;
            5'h0C:
                ins=32'h14210001;
            5'h0D:
                ins=32'h00000000;
            5'h0E:
                ins=32'h00000000;
            5'h0F:
                ins=32'h20000018;
            5'h10:
                ins=32'h00000000;
            5'h11:
                ins=32'h00000000;
            5'h12:
                ins=32'h00000000;  
            5'h13:
                ins=32'h00000000;
            5'h14:
                ins=32'h00000000;
            5'h15:
                ins=32'h00000000;
            5'h16:
                ins=32'h00000000;
            5'h17:
                ins=32'h00000000;
            5'h18:
                ins=32'h10210000;
            5'h19:
                ins=32'h00000000;
            5'h1A:
                ins=32'h00000000;
            5'h1B:
                ins=32'h00000000;
            5'h1C:
                ins=32'h00000000;
            5'h1D:
                ins=32'h00000000;
            5'h1E:
                ins=32'h00000000;
            5'h1F:
                ins=32'h00000000;
        endcase           
    end  
    always@*
    begin
        case(dir2)
            default:
                ins=32'h00000000;
            5'h00:
                ins=32'h00221803;
            5'h01:
                ins=32'h0C850001;
            5'h02:
                ins=32'h01063804;
            5'h03:
                ins=32'h016C2005;
            5'h04:
                ins=32'h1C090001;
            5'h05:
                ins=32'h0294A007; 
            5'h06:
                ins=32'h01AE7801;
            5'h07:
                ins=32'h06100000;
            5'h08:
                ins=32'h02208806;
            5'h09:
                ins=32'h02529002;
            5'h0A:
                ins=32'h0A730000;
            5'h0B:
                ins=32'h180A0001;
            5'h0C:
                ins=32'h14210001;
            5'h0D:
                ins=32'h00000000;
            5'h0E:
                ins=32'h00000000;
            5'h0F:
                ins=32'h20000018;
            5'h10:
                ins=32'h00000000;
            5'h11:
                ins=32'h00000000;
            5'h12:
                ins=32'h00000000;  
            5'h13:
                ins=32'h00000000;
            5'h14:
                ins=32'h00000000;
            5'h15:
                ins=32'h00000000;
            5'h16:
                ins=32'h00000000;
            5'h17:
                ins=32'h00000000;
            5'h18:
                ins=32'h10210000;
            5'h19:
                ins=32'h00000000;
            5'h1A:
                ins=32'h00000000;
            5'h1B:
                ins=32'h00000000;
            5'h1C:
                ins=32'h00000000;
            5'h1D:
                ins=32'h00000000;
            5'h1E:
                ins=32'h00000000;
            5'h1F:
                ins=32'h00000000;
        endcase 
    end
endmodule
==> flow/run.sh <==
#!/bin/bash
# OpenROAD 26Q1-2900-gdf79404cd8, Yosys 0.63+post, stock flow scripts
make -C /OpenROAD-flow-scripts/flow DESIGN_CONFIG=/design/flow/config.mk WORK_HOME=/design/flow/orfs finish
==> flow/config.mk <==
export PLATFORM = sky130hd
export DESIGN_NAME = mem_inst
export DESIGN_NICKNAME = mem_inst
export VERILOG_FILES = /design/flow/design.v
export SDC_FILE = /design/flow/constraint.sdc
export NUM_CORES = 4
export LEC_CHECK = 1
export CORE_AREA = 10 10 70 70
export DIE_AREA = 0 0 80 80
==> flow/constraint.sdc <==
current_design mem_inst

set clk_period 1.7
set clk_io_pct 0.2

create_clock -name clk0 -period $clk_period

set non_clock_inputs [all_inputs -no_clocks]
set_input_delay [expr $clk_period * $clk_io_pct] -clock clk0 $non_clock_inputs
set_output_delay [expr $clk_period * $clk_io_pct] -clock clk0 [all_outputs]
==> impl_metrics.yaml <==
# synthesis and place-and-route metrics
routing:
  wl_met1_microns: 1460
  routed-wl-met3_microns: 212
  drt-initial-drc-count: 68
  avgRoutedWirePerCell_microns: 13.68
  drcViolationCount: 0
  dr.pass1.iters: 4
  ant_nets: 0
  diodes: 0
  vias_per_cell: 4.141
  wirelength_microns: 3296
  met2WireLength_microns: 1622
  vias: 998
  topRoutingLayerUsed: "met3"
outcome:
  violations: "negative setup slack"
  status: "complete, but fails checks"
cells_and_area:
  regArea_sq_um: 0
  clkbuf_count: 0
  seq_cells: 0
  lay_top_cells: "conb_1, buf_4, buf_6"
  design_area_sq_mm: 0.001615
  layout_top_cell: "conb_1"
  post-route-util: 0.4729
  fin_cells: 241
  area_growth_syn_to_layout_pct: 83.64
  drive_gt1_frac: 0.5846
yosys:
  synth_top_cell_by_area: "buf_4"
  synth-warning-count: 65
  ys_area_sq_um: 879.6
  syn_area_per_cell_sq_um: 6.819
  syn_inst: 129
  top_cells_by_area: "buf_4, ha_1, a21oi_1, nand2b_1, nand2_1"
  top_area_frac: 0.3755
  yosysUniqueCellTypes: 34
  ys_seq_frac: 0
  ys_cells: 129
  netlist_area_sq_um: 879.6
placed_design:
  place_ws_ns: -0.9207
  gp_congestion: 0.8632
  dpl_cell_area_sq_mm: 0.001239
  port_buffers: 29
  dp_cells: 224
  post-dp-hpwl_microns: 2335
sta:
  setup_slack_ns: -0.03827
  hold_viol: 0
  fin_crit_ns: 1.738
  setup_viol: 3
  finalMaxSlewViolations: 0
  fmax_mhz: 575.3
  holdWs_ns: 1.117
  period_used_share: 1.023
  rsz0062_at_grt: "yes"
  fin_setup_tns_ns: -0.05993
power:
  seqPwrFrac: 0
  power_density_mw_per_mm2: 217.7
  p_clk_frac: 0
  p_int_mw: 0.1985
  total_power_mw: 0.3516
  p_sw_frac: 0.4355
  p_sw_mw: 0.1531
  irDropWorstVdd_v: 0.00006958
  pwr-share-comb: 1.000
  power_leakage_nw: 0.8181
worst_setup_path:
  required_ns: 1.36
  worst_setup_path_end_kind: "primary output"
  path_class: "primary input to primary output"
  start_kind: "primary input"
  crit_fanout: 4
  critPathArrivalTime_ns: 1.40
grt:
  antenna_found_initial: 0
  grt_pass1_vias: 1036
  grt_max_degree: 11
  grt_pass1_wl_microns: 4919
  track_usage: 0.09051
  globalRouteOverflowTotal: 0
floorplanning:
  rows: 21
  coreArea_sq_mm: 0.003416
  die_x_microns: 80
  initCoreUtil: 0.2575
  num_io_pins: 74
  die_y_microns: 80
  die_area_sq_mm: 0.006400
run:
  maxCapViolCount: 0
  tool_warnings: 45
cts:
  hold_buffers: 0
min_path:
  whs_path_depth: 4
  hold_class: "primary input to primary output"
-- cell type report --
class / count / area [sq um]
Inverter: 3 / 33.78
Multi-Input combinational cell: 116 / 890.9
Tap cell: 46 / 57.56
Timing Repair Buffer: 76 / 633.1
Fill cell: 310 / 1800
-- timing repair --
action | in CTS | in global routing
resized | 147 | 25
setup buffers | 11 | 5
cloned | 1 | 0
setup endpoints to repair | 24 | 17
pin swaps | 29 | 17
-- cells in the mapped netlist, drive strengths merged, types with 2 or more instances --
cell type,count
nor3,3
or2,2
nor2,5
nand2,11
mux2,2
a21oi,14
o211a,2
a21o,2
nor2b,3
o21ai,2
nand2b,8
mux2i,2
a211oi,2
ha,7
inv,3
buf,48
-- critical path, stage by stage --
cell and delay (ns):
buf_12 0.10, inv_8 0.04, ha_4 0.16, buf_6 0.11
or3_4 0.33, a21oi_4 0.15, a211oi_2 0.06, buf_2 0.11
-- power groups by stage --
stage / sequential, mW / combinational (mW) / clock, mW
global route: 0 / 0.381 / 0
finish: 0 / 0.352 / 0
CTS: 0 / 0.326 / 0
-- layer usage --
metal,vias to the layer above,track usage
li1,487,-
met1,471,0.1180
met2,40,0.1517
met3,0,0.01818
met4,0,0.01408
met5,-,0
-- cells by family (layout without fill, tap and decap cells) --
kind of cell / Yosys count / count (layout) / share of synthesized area
AND-OR/OR-AND: 29 / 29 / 0.2120
adder cells (fa/ha/maj): 7 / 7 / 0.09957
buffers and inverters: 52 / 79 / 0.4225
multiplexers: 4 / 4 / 0.04836
other: 1 / 40 / 0.004263
AND/OR/NAND/NOR: 36 / 36 / 0.2134
-- worst paths after layout --
| kind | slack, ns | from | to |
|---|---|---|---|
| worst min-delay path | 1.12 | dir2[4] | ins[17] |
| worst max-delay path | -0.04 | dir2[1] | ins[17] |
Power is estimated from default activity; no workload was simulated.
