[./design.v]
`timescale 1ns / 1ps
module pcounter(
    input wire clk,
    input wire [4:0] dir_j,
    input wire [4:0] dir_b,
    input wire [1:0] pc_sig,
    output reg [4:0] pc
    );
    initial
    begin
    pc = 5'hff;
    end
    always@(negedge clk)
        begin
        case (pc_sig)
            default:
                pc <= pc+1;
            2'b01:
                pc <= dir_j;
            2'b10:
                pc <= dir_b;    
        endcase 
        end
endmodule
[./run.sh]
#!/bin/bash
# OpenROAD 26Q1-2900-gdf79404cd8, Yosys 0.63+post, stock flow scripts
make -C /OpenROAD-flow-scripts/flow DESIGN_CONFIG=/design/flow/config.mk WORK_HOME=/design/flow/orfs finish
[./config.mk]
export PLATFORM = sky130hd
export DESIGN_NAME = pcounter
export DESIGN_NICKNAME = pcounter
export VERILOG_FILES = /design/flow/design.v
export SDC_FILE = /design/flow/constraint.sdc
export NUM_CORES = 4
export LEC_CHECK = 1
export CORE_AREA = 10 10 70 70
export DIE_AREA = 0 0 80 80
[./constraint.sdc]
current_design pcounter

set clk_period 1.7
set clk_io_pct 0.2

create_clock -name clk0 -period $clk_period [get_ports {clk}]

set non_clock_inputs [all_inputs -no_clocks]
set_input_delay [expr $clk_period * $clk_io_pct] -clock clk0 $non_clock_inputs
set_output_delay [expr $clk_period * $clk_io_pct] -clock clk0 [all_outputs]
==> impl_metrics.toml <==
# flow metrics
[run_status]
status = "finished with violations"
violations = "setup timing"

[pwr]
power_leakage_nw = 0.291
power.density_nw_per_um2 = 879
peakVddDrop_v = 0.000254

[die]
fp_util_pct = 7.66
die_area_um2 = 6400
die_width_um = 80
num_rows = 21
die-height_um = 80
ios = 18
coreArea_um2 = 3420

[route]
antenna_left = 0
via_count = 321
wl_um = 1000
avgRoutedWirePerCell_um = 9.62
firstDrtPassIters = 4
drc = 0
diodes = 0
initialDrtViolationCount = 6
via_per_inst = 3.09

[yosys]
syn_avg_cell_area_um2 = 9.34
yosys_warnings = 2
ys_area_um2 = 262
syn_area_um2 = 262
ys_ff = 5
synthCells = 28
yosys.cell_types.count = 12
yosys_cells = 28
yosysSeqAreaShare_pct = 38.3

[cells_and_area]
largest_registers = "pc: 5 flops"
drive_above_1_share_pct = 50.0
final_cell_mix = "inv_1, dlygate4sd2_1, buf_2, dfxtp_2, buf_4"
largest_register = "pc"
area_delta_synth_final_pct = 137
final_util_pct = 18.1
final_design_area_no_fill_um2 = 619
largest_reg_flops = 5

[final_timing]
hold_ws_ns = 0.523
tightestPinTransition_ns = 0.208
skew_ns = 0.00612
relSlewSlack_pct = 86.1
finalWorstSetupSlack_ns = -0.205
hold_violations = 0
fin_tns_setup_ns = -1.01
slew_viol_final = 0
rsz0062_at_grt = "yes"
setup_viol = 5

[critical_path]
worst_path_max_delay_cell = "dfxtp_2"
path_buffers = 1
path_class = "register to primary output"
worst_setup_path_start_kind = "register"
max_stage_delay_ns = 0.30
crit_family = "flip-flops"
crit_chain = "buf_2"
crit_arrival_ns = 1.57
cp-end-kind = "primary output"
required_ns = 1.36
critPathMaxFanout = 2

[clocking]
clk_latency_ns = 0.30
clock_path_buffers = 2
cts.sinks = 5
cts_tree = "built"
htreeDepth = 1
cts-root-buf = "clkbuf_4"
clkTransAtPathRegs_ns = 0.04
cts_buffers = 3
cts-hold-fix-buffers = 0

[placed_design]
place_area_um2 = 567
port-buffer-count = 17
gp_congestion = 0.729
hpwl_um = 807

[global_route]
grt-ovfl-total = 0
grt_pass1_vias = 358
grt_pass1_wl_um = 1610
grt_max_degree = 11
antenna_found_initial = 0
grt_usage_pct = 3.10

[job]
warnings = 34
cap_violations = 0

[worst_hold_path]
worst_hold_path_type = "register to register"
worst min-delay path: cells and delay by family (launching register included):
kind / cells / cell delay (ns)
compound gates: 1 / 0.06
buf+inv: 1 / 0.11
flops: 1 / 0.31
cells in the mapped netlist:
library cell  count  area [um2]
dfxtp_1           5         100
a21oi_1           4        20.0
a221oi_1          4        35.0
ha_1              3        37.5
inv_1             3        11.3
nand3_1           2        10.0
xor2_1            2        17.5
a22oi_1           1        7.51
buf_2             1        5.00
nand2_1           1        3.75
o21ai_0           1        5.00
xnor2_1           1        8.76
power by group:
part           internal, mW  leakage [nW]  switching (mW)  total, mW
Clock                0.0988        0.0458          0.0753      0.174
Combinational         0.125         0.203          0.0803      0.205
Sequential            0.152        0.0425          0.0125      0.165
path summary, 6_finish.rpt:
kind                 start       endpoint  slack [ns]  cells past startpoint
min reg2reg  pc[0]$_DFF_N_  pc[0]$_DFF_N_        0.52                      2
min          pc[0]$_DFF_N_  pc[0]$_DFF_N_        0.52                      2
max          pc[3]$_DFF_N_          pc[3]       -0.21                      1
max reg2reg  pc[0]$_DFF_N_  pc[4]$_DFF_N_        0.57                      5
stage by stage:
step                power [mW]  std cells  worst slack [ns]
floorplan                0.261         28            -0.156
global placement         0.403         95            -0.723
detailed placement       0.404         95            -0.731
CTS                      0.545        103            -0.220
global route             0.593        104            -0.261
finish                   0.544        104            -0.205
metal layers:
| layer | track usage (%) | up-vias | part of all wire (%) |
|---|---|---|---|
| met5 | 0 | - | 0 |
| met4 | 1.41 | 0 | 3.5 |
| met3 | 1.02 | 2 | 8.1 |
| met2 | 3.45 | 20 | 34 |
| met1 | 4.93 | 136 | 54 |
| li1 | - | 163 | - |
cell families after synthesis:
group,Yosys count,share of synthesized area [%]
and+or+nand+nor,3,5.26
adders and majority gates,3,14.4
DFF,5,38.3
buffers and inverters,4,6.22
AOI/OAI and AO/OA,10,25.8
xor gates and xnor gates,3,10.0
repair_timing:
action | 4_1_cts | 5_1_grt
setup endpoints to repair | 10 | 10
pin swaps | 5 | 4
gates resized | 37 | 7
buffers inserted | 0 | 1
cell type report:
cell class                 count  area [um2]
clock buffer                   3        22.5
sequential                     5         106
timing repair buffer          23         203
fill                         391        2800
multi-input combinational     19         195
clock inverter                 6        22.5
inverter                       2        12.5
tap                           46        57.6
Power and IR drop assume default switching activity.
